`design/flow/design.v`:
```
module alu(
	clk,
	rst,
	op1_i,
	op2_i,
	mode_i,
	valid_i,
	res_o,
	valid_o
);
parameter Win 		= 16;
parameter Wout 		= 32;
input 					clk;
input 					rst;
input signed [Win-1:0] 	op1_i;
input signed [Win-1:0]	op2_i; 
input 					valid_i;
input [1:0] 			mode_i;
output reg signed  [Wout-1:0] res_o; 
output reg valid_o;
localparam ALU_IDLE = 2'd0;
localparam ADD 		= 2'd1;
localparam MULT		= 2'd2;
reg signed [Win-1:0] 	op1_r;
reg signed [Win-1:0] 	op2_r;
reg 					valid_r;
reg [2:0] 				mode_r;
wire signed [Wout-1:0] 	mult_res;
assign mult_res = op1_r * op2_r;
wire signed [Wout-1:0] 	add_res;
assign add_res 	= op1_r + op2_r;
always @(posedge clk) begin
	if (rst) begin
		op1_r 	<= 'd0;
		op2_r 	<= 'd0;
		mode_r 	<= ALU_IDLE;
		valid_r <= 'd0;
	end
	else begin
		op1_r 	<= op1_i;
		op2_r 	<= op2_i;
		mode_r 	<= mode_i;
		valid_r <= valid_i;
	end
end
always @(*) begin
	res_o 		= 'd0;
	valid_o 	= valid_r;
	if(mode_r == ADD) begin
		res_o 		= add_res;
	end
	else if(mode_r == MULT) begin
		res_o 		= mult_res;
	end
	else if (mode_r == ALU_IDLE) begin
		res_o 		= 'd0;
	end
end
endmodule
module ema (
		clk,
		rst, 
		x_i,
		alpha_i,
		valid_i,
		y_o,
		bussy_o,
		valid_o
);
parameter Win = 16;
parameter Wout = 16;
localparam Winternal = Win + Wout;
localparam ALU_IDLE = 2'd0;
localparam ADD 		= 2'd1;
localparam MULT		= 2'd2;
localparam IDLE 			= 2'd0;
localparam MULT_FETCH	 	= 2'd1;
localparam MULT_EXEC		= 2'd2;
localparam EVAL				= 2'd3;
input 							clk;
input 							rst;
input signed [Win-1:0] 			x_i;
input  [Win-2:0]				alpha_i;
input 							valid_i;
output wire signed	[Wout-1:0] 	y_o;
output reg						valid_o, bussy_o;
reg 							valid_r;
reg signed [Win-1:0]			x_r;
reg 	   [Win-2:0]			alpha_r;
reg signed [Win-1:0]			x_save_temp, x_save_r;
reg signed [Win-1:0]      		y_o_temp;
reg signed [Win-1:0]			y_last_r;
reg [1:0]						current_state, next_state;
reg	[1:0]						alu_mode, alu2_mode;
reg								alu_valid, alu2_valid;
reg [Win-1:0]					alu_op1, alu_op2;
reg [Win-1:0]					alu2_op1, alu2_op2;
wire 							alu_result_valid, alu2_result_valid;
wire signed [Winternal-1:0]		alu_result, alu2_result;
reg signed [Winternal-1:0]		alu_result_r, alu2_result_r;
reg signed [Win-1:0]		mult_x_a_temp, mult_x_a_r;
reg signed [Win-1:0]		mult_y_a_temp, mult_y_a_r;
alu ALU (
.clk				(clk),
.rst				(rst),
.op1_i 				(alu_op1),
.op2_i				(alu_op2),
.valid_i 			(alu_valid),
.mode_i				(alu_mode),
.res_o				(alu_result),
.valid_o 			(alu_result_valid)
);
alu ALU2 (
.clk				(clk),
.rst				(rst),
.op1_i 				(alu2_op1),
.op2_i				(alu2_op2),
.valid_i 			(alu2_valid),
.mode_i				(alu2_mode),
.res_o				(alu2_result),
.valid_o 			(alu2_result_valid)
);
always @ (posedge clk) begin
	if (rst) begin
		valid_r 		<= 1'b0;
		x_save_r 		<= 'd0;
		x_r 			<= 'd0;
		alpha_r 		<= 'd0;
		current_state 	<= IDLE;
		alu_mode		<= ALU_IDLE;
		alu_result_r 	<= 'd0;
		mult_x_a_r 		<= 'd0;
		mult_y_a_r 		<= 'd0;
		y_last_r        <= 'd0;
	end
	else begin 
		valid_r 		<= valid_i;
		x_save_r		<= x_save_temp;
		x_r				<= x_i;
		alpha_r			<= alpha_i;
		mult_x_a_r		<= mult_x_a_temp;
		mult_y_a_r		<= mult_y_a_temp;
		alu_result_r	<= alu_result;
		alu2_result_r	<= alu2_result;
		current_state   <= next_state;
		y_last_r 		<= y_o_temp;
	end
end
always @ (*) begin
	x_save_temp			= x_save_r;
	y_o_temp			= y_last_r;
	mult_x_a_temp		= mult_x_a_r;
	mult_y_a_temp		= mult_y_a_r;
	valid_o				= 1'b0;
	bussy_o				= 1'b1;
	alu_mode			= ALU_IDLE;
	alu_op1				= 'd0;
	alu_op2				= 'd0;
	alu_valid			= 1'b0;
	alu2_mode			= ALU_IDLE;
	alu2_op1			= 'd0;
	alu2_op2			= 'd0;
	alu2_valid			= 1'b0;
	next_state			= current_state;
case (current_state)
	IDLE: begin	
	bussy_o 	= 1'b0;
	alu_mode	= ALU_IDLE;
		if (valid_r) begin
			next_state	= MULT_FETCH;
		end
	end
	MULT_FETCH: begin
		alu_mode 	= MULT;
		alu_op1 	= x_r;
		alu_op2		= {1'd0, alpha_r};
		alu_valid 	= 1'b1;
		alu2_mode	= MULT;
		alu2_op1	= y_last_r;
		alu2_op2	= {1'd0, ~alpha_r};  
		alu2_valid 	= 1'b1;	
		next_state	= MULT_EXEC;
	end
	MULT_EXEC: begin
		if (alu_result_valid & alu2_result_valid) begin
		alu_mode 		= ALU_IDLE;
		alu2_mode		= ALU_IDLE;
		next_state 		= EVAL ;
		mult_x_a_temp 	= alu_result >>> (Win-1);
		mult_y_a_temp 	= alu2_result >>> (Win-1);
		end
	end
	EVAL: begin
		valid_o 		= 1'b1;
		y_o_temp		= mult_x_a_r + mult_y_a_r;
		alu_mode 		= ALU_IDLE;
		next_state		= IDLE;
	end
endcase
end
assign y_o = y_o_temp;
endmodule
```
`design/flow/run.sh`:
```
#!/bin/bash
# OpenROAD 26Q1-2900-gdf79404cd8, Yosys 0.63+post, stock flow scripts
make -C /OpenROAD-flow-scripts/flow DESIGN_CONFIG=/design/flow/config.mk WORK_HOME=/design/flow/orfs finish
```
`design/flow/config.mk`:
```
export PLATFORM = sky130hd
export DESIGN_NAME = ema
export DESIGN_NICKNAME = ema
export VERILOG_FILES = /design/flow/design.v
export SDC_FILE = /design/flow/constraint.sdc
export NUM_CORES = 4
export LEC_CHECK = 1
export CORE_AREA = 10 10 83 83
export DIE_AREA = 0 0 93 93
```
`design/flow/constraint.sdc`:
```
current_design ema

set clk_period 1.5
set clk_io_pct 0.2

create_clock -name clk0 -period $clk_period [get_ports {clk}]

set non_clock_inputs [all_inputs -no_clocks]
set_input_delay [expr $clk_period * $clk_io_pct] -clock clk0 $non_clock_inputs
set_output_delay [expr $clk_period * $clk_io_pct] -clock clk0 [all_outputs]
```
==> notes.md <==
Summary of implementation figures.

Power and ir drop
The internal power summed over all cells is 0.961 mW. The relative contribution of sequential cells to total power is 0.499. Power spread over the standard cell area amounts to 1040 mW/mm2. The power report attributes to the clock group a share of 0.475. The analysis reports a worst IR drop on VDD of 0.520 mV. The power spent charging and discharging nets is 0.227 mW. The switching power as a share of total power is 0.191. The power report attributes to the combinational group a share of 0.026. In this run the static leakage power is 0.566 nW. The total power after layout is 1.19 mW.

Synth
The largest total area in the synthesized netlist belongs to sky130_fd_sc_hd__dfxtp_1. The share of Yosys cell area claimed by the top area cell type is 0.604. Before any placement, the netlist area is recorded as 729 um2. Yosys mapped a number of flops with a built-in enable equal to 0. The synthesis report lists the most area-consuming cells as sky130_fd_sc_hd__dfxtp_1, sky130_fd_sc_hd__nor2b_1, sky130_fd_sc_hd__and2b_1.

The synthesized netlist was found by Yosys to have 69 cells. The number of synthesized register bits is 22. The main flop type is sky130_fd_sc_hd__dfxtp_1. The stat command in Yosys gives a chip area of 729 um2. By count the netlist is led by sky130_fd_sc_hd__dfxtp_1, sky130_fd_sc_hd__nor2b_1, sky130_fd_sc_hd__and2b_1.

The post-synthesis area per instance is 10.6 um2. The fraction of synthesis flops using an asynchronous set or reset pin is 0. The most common cell in the synthesized netlist is sky130_fd_sc_hd__dfxtp_1. The part of the Yosys area used for sequential elements is 0.604. The number of warnings printed during yosys synthesis is 6. In the synthesized netlist, the number of instances is 69. Synthesis instantiated 14 different standard cells from the library.

Detailed routing
The number of routed nets with antenna violations is 0. The total wire length is 1650 um. The final routed DRC violation total is 0. The number of antenna repair diodes is 0. TritonRoute output was used to compute an average wire per cell of 9.65 um. The detailed-routing iteration count for the pre-antenna-repair pass is 3. The total number of vias is 511.

The first routing iteration left 17 violations. In the routed layout, each cell is associated on average with a via count of 2.99.

Placement
Timing analysis after detailed placement gives a worst setup slack of 0.0581 ns. Counting tap cells, the placed design contains a total of 161 instances. The global placer's final weighted congestion is 0.624.

The count of buffers added on input and output ports is 20. The sum of net half-perimeters after detailed placement is 1150 um.

Layout
The filler cell count is 594. The share of cells above drive strength 1 is 0.267. The area of the multi-input gates is 283 um2.

The final core utilization is 0.223. The flow measured a signed area growth from synthesis to layout of 57.1%. The count of cells in the finished layout, fillers not included, comes to 171. The sequential cell area is 444 um2.

Worst setup path
According to the timing report, the data required time at the worst endpoint equals 1.20 ns. The cell that appears most often on the critical path is sky130_fd_sc_hd__buf_6. The sum of buffers and inverters on the critical path is 4.

The sort of element at the start of the critical path is a flip-flop. The worst-path maximum fanout is 4. The family of cells with the greatest summed delay on the critical path is buffers and inverters.

Among all stages on the critical path, the largest delay is contributed by sky130_fd_sc_hd__dfxtp_4. In this run the critical path is formed by buf_6 > buf_12 > buf_6 > and2b_1 > buf_2. The largest incremental delay on the critical path is 0.36 ns. By startpoint and endpoint, the worst setup path is classified as flip-flop to primary output.

The arrival time of data at the worst endpoint is listed as 1.26 ns. The worst setup path is captured at a primary output.

Global route
The number of antenna violations at the first check in global routing is 0. The aggregate global routing overflow is 0. The via count of the first global-routing pass is 613. Entering global routing, the biggest net connects 14 pins. In the global route stage, overall resource usage came out at 0.0418. The first-pass GRT wire length is 2920 um.

Timing
Setup repair after global routing could not meet its margin everywhere. The max-slew violation total from the final report is 0. The top achievable clock speed is 642 MHz. Per the final timing report, the hold violations number 0. The least setup slack across all paths after layout is -0.0587 ns.

The worst clock skew is 0.00615 ns. The final timing report derives a shortest allowable period of 1.56 ns. Per the slew report, the remaining headroom to the max-slew limit stands at 0.831. The count of final setup violators is 2. The post-route clock period utilization is 1.04. For the pin with the worst max-slew slack, the measured transition is 0.253 ns. The worst hold slack is 0.427 ns.

Floorplan
After floorplanning, the core was sized to cover 0.00514 mm2. The die width is 93 um. At the floorplan stage, the core utilization is reported as 0.142.

The number of ports placed on the die boundary is 52. The floorplan die area is 0.00865 mm2. The die height is 93 um. The total number of placement rows is 26.

Clock network
TritonCTS built the clock tree. Per the CTS log, the buffer count on the longest clock path is 2. In this run the number of H-tree levels came out at 1. The number of buffers created by CTS is 3. Counting every sink on the clock net gives 22. The clock latency at the later pin of the worst-skew pair is 0.27 ns. The report puts the hold buffer count at CTS at 0. For reference, the clock transition at the flip-flops on the worst setup and hold paths is 0.09 ns.

In this run the clock root is driven by a sky130_fd_sc_hd__clkbuf_8.

Flow run
The report counts max-capacitance violations totalling 0. Summing over the stages, the warning tally comes to 58.

Hold path
The type recorded for the worst min-delay path is flip-flop to flip-flop.

Outcome
The run finished, with violations left. The checks that failed: setup timing.
## routing by layer
metal / track usage / wire (um) / vias to the layer above
li1: - / - / 275
met4: 0.00386 / 0 / 0
met5: 0 / 0 / -
met3: 0.0202 / 144 / 0
met1: 0.0527 / 821 / 222
met2: 0.0660 / 684 / 14
## registers in the layout, indices dropped and copies added (netlist names)
name and flops:
valid_r 1, y_last_r 16, ALU2.valid_r 1, current_state 4
## through the flow
| stage | TNS (ns) | cell area (um2) |
|---|---|---|
| after global routing | -0.256 | 1150 |
| after CTS | -0.333 | 1150 |
| after global placement | 0 | 1030 |
| after floorplan | 0 | 729 |
| final | -0.105 | 1150 |
| after detailed placement | 0 | 1030 |
## worst reg2reg max path: stages, from the launching register on
cell                      delay [ns]
sky130_fd_sc_hd__dfxtp_4        0.36
sky130_fd_sc_hd__buf_6          0.13
sky130_fd_sc_hd__buf_12         0.12
sky130_fd_sc_hd__buf_6          0.10
sky130_fd_sc_hd__and2b_1        0.19
sky130_fd_sc_hd__nor2b_1        0.12
## power groups by stage
stage | registers, mW | clock network [mW] | logic, mW
4_1_cts | 0.595 | 0.585 | 0.0322
6_report | 0.593 | 0.564 | 0.0312
5_1_grt | 0.595 | 0.606 | 0.0369
## repair_timing
action / in CTS / in global routing
gates cloned: 1 / 0
endpoints found under the setup margin: 18 / 10
buffers inserted: 5 / 1
resized: 46 / 5
## layout make-up
type / instances / share of cell area
Clock buffer: 3 / 0.0360
Clock inverter: 1 / 0.0262
Inverter: 2 / 0.00655
Multi-Input combinational cell: 43 / 0.247
Sequential cell: 22 / 0.388
Tap cell: 70 / 0.0764
Timing Repair Buffer: 30 / 0.221
## worst paths after layout
kind	startpoint	to	slack [ns]	depth (start not counted)
max reg2reg	current_state[3]	y_last_r[0]	0.42	5
min	ALU2.valid_r	current_state[3]	0.43	2
min reg2reg	ALU2.valid_r	current_state[3]	0.43	2
max	current_state[3]	y_o[0]	-0.06	5
## cells in the final DEF, fill, tap and decap left out, drive strengths merged, types with 2 or more instances in the layout
master and instances:
dfxtp 22, buf 18, nor2 3, and2 4
nor2b 20, dlygate4sd2 6, nand2 2, and2b 9
clkdlybuf4s50 2, inv 2, clkbuf 4, clkdlybuf4s15 2
## cell families (layout without fill, tap and decap cells)
logic type / Yosys count / count (layout) / share of synthesized area
buffers and inverters: 4 / 36 / 0.0326
AND-OR/OR-AND: 2 / 2 / 0.0137
AND/OR/NAND/NOR: 41 / 41 / 0.350
flip-flops: 22 / 22 / 0.604
Power is estimated from default activity; no workload was simulated.
